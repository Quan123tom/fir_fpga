==> ./design.v <==
`timescale 1ns / 1ps
module PID #(
    parameter W = 16,
    parameter signed MAX_VAL = 32767, 
    parameter signed MIN_VAL = -32768
)(
    input logic clk,
    input logic reset_n,
    input logic [W-1:0] sensor_measurment,
    input logic [W-1:0] setpoint,
    input  logic signed [W-1:0] Kp, Ki, Kd,
    output logic [W-1:0] y_out
);
    logic signed [W:0] error, prev_error, diff;
    logic signed [(2*W)+1:0] p_term, i_term, d_term;
    logic signed [(2*W)+1:0]  acc;
    always_ff @(posedge clk or negedge reset_n) begin
        if (!reset_n) begin
            error <=0 ;
            prev_error <= 0;
            diff <= 0;
        end
        else begin
            prev_error <= error;
            error <= setpoint - $signed(sensor_measurment);
            diff <= error-prev_error;
        end        
    end
        always_ff @(posedge clk or negedge reset_n) begin
        if (!reset_n) begin
            p_term <= 0;
            i_term <= 0;
            d_term <= 0;
        end 
        else  begin
            p_term <= error * Kp;
            i_term <= error * Ki;
            d_term <= diff * Kd;
        end
    end
    logic signed [(2*W)+1:0] full_sum;
    logic saturated;
    assign full_sum  = p_term + acc + d_term;
    assign saturated = (full_sum >= MAX_VAL) || (full_sum <= MIN_VAL);
        always_ff @(posedge clk or negedge reset_n) begin
        if (!reset_n) begin
            acc       <= 0;
            y_out  <= 0;
        end
            else begin
                if (!saturated) begin
                    acc <= acc + i_term;
                end
                if (full_sum > MAX_VAL)
                    y_out <= MAX_VAL[W-1:0];
                else if (full_sum < MIN_VAL)
                    y_out <= MIN_VAL[W-1:0];
                else
                    y_out <= full_sum[W-1:0];
            end
        end
endmodule
==> ./run.sh <==
#!/bin/bash
# OpenROAD 26Q1-2900-gdf79404cd8, Yosys 0.63+post, stock flow scripts
make -C /OpenROAD-flow-scripts/flow DESIGN_CONFIG=/design/flow/config.mk WORK_HOME=/design/flow/orfs finish
==> ./config.mk <==
export PLATFORM = sky130hd
export DESIGN_NAME = PID
export DESIGN_NICKNAME = PID
export VERILOG_FILES = /design/flow/design.v
export SDC_FILE = /design/flow/constraint.sdc
export NUM_CORES = 4
export LEC_CHECK = 1
export CORE_UTILIZATION = 40
==> ./constraint.sdc <==
current_design PID

set clk_period 12.6
set clk_io_pct 0.2

create_clock -name clk0 -period $clk_period [get_ports {clk}]

set non_clock_inputs [all_inputs -no_clocks]
set_input_delay [expr $clk_period * $clk_io_pct] -clock clk0 $non_clock_inputs
set_output_delay [expr $clk_period * $clk_io_pct] -clock clk0 [all_outputs]
==> run notes <==
Physical implementation status

The flow ran to the end, and the final reports show no timing, DRC or antenna violations. The launch point of the worst min-delay path is recorded as acc[33]. The iteration count recorded for the first detailed-route pass is 6. The depth of the worst register-to-register path stands at 23.

The final critical path takes up roughly three quarters of the cycle. The total area inside the core boundary comes to 0.1035 mm^2. The post-route core utilization stands at 43.25%. In the layout the commonest cells are inv_1, fa_1, nand2_1. The number of global-route vias before repair was 30700. Hold repair after CTS inserted 0 buffers. The H-tree was split into 4 levels.

In the Yosys report, the sequential cells make up 11.99% of the chip area. The final setup skew stands at 17.78 ps. The setup path with the least slack is of type in2reg. Synthesis produced a netlist whose cell count is between 4000 and 5000. The synthesized area divided by synthesized cell count stands at around 9.4 um^2. The final layout reports a setup TNS of 0 ps. The violation tally recorded at the end of detailed-routing iteration 0 is between 1000 and 1500.

The minimum setup slack among reg-to-reg paths stands at 5500 ps. The number of logged tool warnings stands at 28. The number of cells upsized or downsized after cts stands at 0. Counting the warning lines in the Yosys log gives 1. The number of top-level pins stands at 98. The number of clock sinks came to 200.

The max-capacitance violation count stands at 0. Global routing used 20.21% of the available tracks. In the final report, the number of hold violations comes to 0. The most used flip-flop cell after synthesis is dfrtp_1. The cell area after synthesis stands at 0.04176 mm^2. Entering global routing, the biggest net connects around 110 pins. The worst setup path is launched from an input port. CTS placed an instance of clkbuf_16 at the clock tree root. In the final report, the number of endpoints failing setup comes to 0.

The detailed-placement wirelength estimate stands at 75.87 mm. Cells with a size suffix above 1 make up 2.206% of the layout. The total number of vias stands at 28260. The post-route antenna net violation count stands at 0. The startpoint identified for the worst register-to-register timing path is error[8]. Setup repair after global routing left no endpoint under its margin.

The worst setup path is captured at a flop. The worst hold path terminates at acc[33]. The transition time of the tightest slew-check pin stands at 887.5 ps. 0 antenna diodes ended up in the layout.

TritonCTS built the clock tree. The DRC violation count after routing stands at 0.

The wire length of the first global-routing pass stands at 160.2 mm. Compared with the post-synthesis result, the final layout area differs by 7.200%. Per the synth stats, the proportion of register bits with asynchronous set or reset is approximately 100%. For reference, the clock transition at the flip-flops on the worst setup and hold paths is 80 ps. The number of antenna violations at the first check in global routing is 1. The TritonCTS buffer count stands at 17. Hold analysis shows the worst path with a depth of 1.

The top achievable clock speed stands at 107.1 MHz. Dividing the detail-routed via count by the number of cells gives 4.854. Per the skew report, the later register of the worst-skew pair sees a clock latency of ~470 ps. The total grt overflow stands at 0. At the floorplan stage, the core utilization is reported as about 40%.

The max-slew violation total from the final report stands at 0. The worst register-to-register path ends at i_term[31]. The number of placement rows stands at 118.

For this sky-water flow run, the detailed-routed wirelength per cell is reported as between 15 and 20 um. The register bit total from synthesis stands at around 200. The arrival time at the worst endpoint stands at 9680 ps.

Yosys mapped a number of flops with a built-in enable equal to 0. The count of cell types in the netlist stands at 75. The chip footprint stands at approximately 0.11 mm^2.

Per the cell usage report, the commonest logic cell in the layout is inv_1. Buffers placed on the I/O ports in this run total 97. The synthesized netlist was found by Yosys to have roughly 4400 cells. The most critical min-delay path falls under reg2reg.

The weighted congestion at the end of routability-driven global placement stands at 0.9333. CTS reports a maximum clock tree buffer depth of 2. The number of buffers inserted by post-CTS setup repair stands at 0. The relative slew slack stands at 39.30%. The minimum period implied by the final worst setup slack stands at 9340 ps. Max fanout on the critical path was recorded as 17.

The die width stands at 325.1 um. Wires add up to around 94 mm. The die is 325.1 um tall. The critical path endpoint has a required time of approximately 13000 ps. The Yosys chip area stands at 0.04176 mm^2.
[logic make-up (layout without fill, tap and decap cells)]
logic type,Yosys count,after routing,synth area share [%]
AOI/OAI and AO/OA,473,473,7.242
DFF,200,200,11.99
xor gates and xnor gates,181,181,3.796
buffers and inverters,1154,1176,10.45
muxes,16,16,0.4285
and+or+nand+nor,1182,1182,14.13
adders and majority gates,1215,1215,51.96
[per-stage QoR]
step | hold WS (ps) | area (um^2) | setup WS, ps | instances
detailed placement | 493.0 | 44170 | 2847 | 5791
finish | 504.9 | 44760 | 3260 | 5823
global placement | 499.6 | 44170 | 2950 | 5791
global route | 541.3 | 44760 | 2923 | 5823
floorplan | 351.9 | 41760 | 3904 | 4421
CTS | 508.6 | 44760 | 3332 | 5823
[per-layer routing]
metal	routed length, um	track usage [%]	up-vias	share of wire (%)
li1	-	-	13380	-
met1	40390	29.23	13990	43
met2	42410	30.48	805	45
met3	8795	8.004	86	9.4
met4	1842	3.169	6	2.0
met5	113	0.9964	-	0.12
[area by class of cell]
cell class	instances	area, um^2
Inverter	1010	3791
Clock buffer	22	484.2
Multi-Input combinational cell	3067	32390
Timing Repair Buffer	134	1266
Clock inverter	10	103.9
Fill cell	9827	58730
Sequential cell	200	5005
Tap cell	1380	1727
[how the worst max path moves through the flow]
| stage | startpoint | end | slack [ps] | cells after the start |
|---|---|---|---|---|
| final | Kp[2] | p_term[32] | 3260 | 24 |
| after global routing | Ki[1] | i_term[31] | 2920 | 22 |
| after CTS | Kp[2] | p_term[32] | 3330 | 24 |
[flip-flops by register name (all words and copies together), names as in the netlist]
register / cells
y_out: 16
acc: 34
d_term: 33
i_term: 33
diff: 17
error: 17
prev_error: 17
p_term: 33
[critical path: stages]
cell and delay (ps):
clkdlybuf4s50_1 880, nand2_1 320, inv_1 90, fa_1 700
fa_1 490, fa_1 500, fa_1 500, fa_1 490
inv_1 50, fa_1 470, inv_1 40, ha_1 350
a21o_1 180, a21o_1 160, a21o_1 180, a21o_1 170
a21oi_1 250, or4b_1 500, nand2_1 120, o21a_1 150
a21oi_1 60, a21oi_1 220, o21ai_1 110, xnor2_1 140
[synth_stat cells (20+ instances only)]
master       n  share of area, %
inv_1     1010               9.1
fa_1       865                41
nand2_1    459               4.1
and2_1     401               6.0
ha_1       350                10
dfrtp_1    200                12
a21oi_1    147               1.8
xnor2_1    140               2.9
nor2_1     138               1.2
clkbuf_1   131               1.2
o21ai_0    101               1.2
a21o_1      54              0.97
xor2_1      41              0.86
nand3_1     29              0.35
nor3_1      29              0.35
nand2b_1    27              0.40
o21bai_1    24              0.43
nand4_1     20              0.30
o21a_1      20              0.36
