--- flow/run.sh ---
#!/bin/bash
# OpenROAD 26Q1-2900-gdf79404cd8, Yosys 0.63+post, stock flow scripts
make -C /OpenROAD-flow-scripts/flow DESIGN_CONFIG=/design/flow/config.mk WORK_HOME=/design/flow/orfs finish
--- flow/config.mk ---
export PLATFORM = sky130hd
export DESIGN_NAME = PID_controller
export DESIGN_NICKNAME = PID_controller
export VERILOG_FILES = /design/flow/design.v
export SDC_FILE = /design/flow/constraint.sdc
export NUM_CORES = 4
export LEC_CHECK = 1
export CORE_UTILIZATION = 50
--- flow/constraint.sdc ---
current_design PID_controller

set clk_period 18.4
set clk_io_pct 0.2

create_clock -name clk0 -period $clk_period [get_ports {clk}]

set non_clock_inputs [all_inputs -no_clocks]
set_input_delay [expr $clk_period * $clk_io_pct] -clock clk0 $non_clock_inputs
set_output_delay [expr $clk_period * $clk_io_pct] -clock clk0 [all_outputs]
--- flow/design.v ---
`timescale 1ns / 1ps
module PID_controller #(
    parameter W = 16,
    parameter signed MAX_VAL = 32767, 
    parameter signed MIN_VAL = -32768
)(
    input logic clk,
    input logic reset_n,
    input  logic signed [W-1:0] s_axi_tdata,
    input  logic s_axi_tvalid,
    output logic s_axi_tready,
    input  logic signed [W-1:0] Kp, Ki, Kd,
    input  logic signed [W-1:0] setpoint,
    output logic [W-1:0] m_axi_tdata,
    output logic m_axi_tvalid,
    input  logic m_axi_tready
);
    logic signed [W:0] err_s1, prev_err_s1, diff_s1;
    logic valid_s1;
    logic signed [(2*W)+1:0] p_term_s2, i_term_s2, d_term_s2;
    logic valid_s2;
    logic signed [(2*W)+1:0] acc_s3; 
    logic valid_s3;
    assign s_axi_tready = m_axi_tready;
    always_ff @(posedge clk or negedge reset_n) begin
        if (!reset_n) begin
            err_s1      <= 0;
            prev_err_s1 <= 0;
            diff_s1     <= 0;
            valid_s1    <= 0;
        end else if (s_axi_tready) begin
            valid_s1 <= s_axi_tvalid;
            if (s_axi_tvalid) begin
                prev_err_s1 <= err_s1;
                err_s1 <= setpoint - $signed(s_axi_tdata);
                diff_s1 <= prev_err_s1 - err_s1;
            end
        end
    end
    always_ff @(posedge clk or negedge reset_n) begin
        if (!reset_n) begin
            p_term_s2 <= 0;
            i_term_s2 <= 0;
            d_term_s2 <= 0;
            valid_s2  <= 0;
        end else if (s_axi_tready) begin
            valid_s2  <= valid_s1;
            p_term_s2 <= err_s1 * Kp;
            i_term_s2 <= err_s1 * Ki;
            d_term_s2 <= diff_s1 * Kd;
        end
    end
    logic signed [(2*W)+1:0] full_sum;
    logic saturated;
    assign full_sum  = p_term_s2 + acc_s3 + d_term_s2;
    assign saturated = (full_sum >= MAX_VAL) || (full_sum <= MIN_VAL);
    always_ff @(posedge clk or negedge reset_n) begin
        if (!reset_n) begin
            acc_s3 <= 0;
            m_axi_tdata <= 0;
            valid_s3 <= 0;
        end else if (s_axi_tready) begin
            valid_s3 <= valid_s2;
            if (valid_s2) begin
                if (!saturated) begin
                    acc_s3 <= acc_s3 + i_term_s2;
                end
                if (full_sum > MAX_VAL)
                    m_axi_tdata <= MAX_VAL[W-1:0];
                else if (full_sum < MIN_VAL)
                    m_axi_tdata <= MIN_VAL[W-1:0];
                else
                    m_axi_tdata <= full_sum[W-1:0];
            end
        end
    end
    assign m_axi_tvalid = valid_s3;
endmodule
==> flow_summary.yaml <==
# physical design summary
sta:
  rsz_0062_raised_after_global_routing: "false"
  setup-violations-final: 0
  fmaxAchievable_mhz: 92.7
  final.setup.worst_slack_ns: 7.61
  drv_slew: 0
  final.setup_skew_ns: 0.0246
  layout_min_cycle_time_ns: 10.79
  setup-tns-final_ns: 0
  hold_viol: 0
  worst-slew-pin-transition_ns: 0.847
  final.period_utilization_pct: 58.6
  headroom_to_the_max_slew_limit_pct: 43.3
  timing.hold.ws_ns: 0.485
routing:
  drc: 0
  detail_route.first_pass.iterations: 5
  num_vias: 30900
  drt_wl_total_mm: 105
  wl_per_cell_um: 17.7
  ratio_of_routed_vias_to_standard_cells: 5.22
  antenna_left: 0
  drt_iter0_drc: 1412
critical_path:
  worst-r2r-cell-count: 21
  timing_worst_setup_path_type: "input pin to register"
  cpMaxStageDelayCell: "clkdlybuf4s50_1"
  cp-end-kind: "register"
  path_depth: 23
  required_ns: 18.86
  crit_chain: "clkdlybuf4s50_1 -> nand2_1 -> fa_1 -> fa_1 -> fa_1 -> inv_1 -> fa_1 -> fa_1 -> inv_1 -> fa_1 -> inv_1 -> ha_1 -> a21o_1 -> a21o_1 -> a21oi_1 -> o21ai_0 -> o41ai_1 -> o22ai_1 -> o41ai_1 -> o21ai_0 -> nor2_1 -> xnor2_1 -> mux2_2"
  start_kind: "input pin"
  path_buffers: 4
  critPathMaxFanout: 17
  worst_path_most_repeated_cell: "fa_1"
  crit_arrival_ns: 11.25
  critical_path.top_delay_family: "adder cells"
  timing.critical_path.slowest_cell_delay_ns: 0.99
final_layout:
  final.fill_count: 7907
  flow.area_growth_from_synthesis_pct: 6.73
  final-instance-count-excl-fill: 5925
  layout.core_utilization_pct: 54.1
  post_route_cells_drive_above_1_share_pct: 4.63
clocking:
  cts_htree_levels: 1
  cts_sinks: 203
  post_cts_resized: 0
  hold_buffers: 0
  worst_skew_pair.late_latency_ns: 0.58
  root_buffer_cell: "clkbuf_16"
  cts_inserted_buffers: 27
  post-cts-setup-buffers: 0
  tritoncts: "done"
  cts_buffer_depth: 3
  post_cts_clock_slew_at_the_launch_and_capture_registers_of_the_worst_setup_and_hold_paths_ns: 0.06
logic_synthesis:
  synth-seq-area-share_pct: 11.5
  synthCells: 4747
  edf_count: 0
  synth_area_sq_mm: 0.0442
  syn-mean-instance-area_sq_um: 9.31
  synth.yosys.num_cells: 4747
  ff_type: "dfrtp_1"
  post_synthesis_async_set_or_reset_flop_share_pct: 100
  synth-seq-cells: 203
  yosys_warnings: 1
  synth.distinct_cells: 75
  synth-area-yosys_sq_mm: 0.0442
placement:
  dp_slack_ns: 7.01
  detailedPlacementHpwl_mm: 85.3
  port-buffer-count: 101
  placedCellCount: 5874
  finalWeightedCongestion: 0.933
global_routing:
  grt_max_degree: 121
  grt_usage_pct: 27.2
  overflow: 0
  antenna_found_initial: 4
  via_count_of_the_first_global_routing_pass: 33600
  grt_first_pass_wirelength_mm: 178
die:
  core-area_sq_mm: 0.0872
  area_of_the_die_sq_mm: 0.0895
  num_io_pins: 102
  fp_util_pct: 50.7
  rows: 108
  die_w_um: 299
  die-height_um: 299
worst_hold_path:
  worst_min_delay_path_category: "register to register"
  cell_depth_of_the_worst_min_delay_path: 2
run:
  cap_violations: 0
  warnings: 29
outcome:
  run_status: "completed"
## cells in the final DEF, fill, tap and decap left out, drive strengths merged, types with 7 or more instances in the layout
master and count:
mux2 111, buf 45, o31ai 16, dfrtp 203, or3 8, o211ai 18, nor3 27, nand2b 29
nor2 174, ha 350, a211o 11, xnor2 137, or4 12, a31oi 24, nor2b 19, o41ai 8
nand4 20, inv 1006, o21a 18, fa 865, a21oi 158, clkbuf 34, o21bai 23, nand2 533
clkdlybuf4s50 99, o21ai 128, and2 390, xor2 39, a21o 75, and3 20, a21boi 20, a211oi 20
nand3 30, clkinv 7
## final timing paths
kind / from / to / slack (ns)
max: Kd[1] / d_term_s2[29]$_DFFE_PN0P_ / 7.61
min reg2reg: prev_err_s1[12]$_DFFE_PN0P_ / prev_err_s1[12]$_DFFE_PN0P_ / 0.49
min: prev_err_s1[12]$_DFFE_PN0P_ / prev_err_s1[12]$_DFFE_PN0P_ / 0.49
min in group asynchronous: reset_n / valid_s3$_DFFE_PN0P_ / 3.05
max reg2reg: diff_s1[12]$_DFFE_PN0P_ / d_term_s2[29]$_DFFE_PN0P_ / 11.06
max in group asynchronous: reset_n / err_s1[13]$_DFFE_PN0P_ / 13.56
## worst reg2reg max path, stage by stage (launching register included)
cell and delay [ns]:
dfrtp_1 0.84, nand2_1 0.19, fa_1 0.54, fa_1 0.52, fa_1 0.52, inv_1 0.06, fa_1 0.49, fa_1 0.49
inv_1 0.05, fa_1 0.48, inv_1 0.05, ha_1 0.32, a21o_1 0.17, a21oi_1 0.37, o21ai_0 0.21, o41ai_1 0.63
o22ai_1 0.24, o41ai_1 0.38, o21ai_0 0.21, nor2_1 0.15, xnor2_1 0.08, mux2_2 0.26
## synth_stat cells (8+ instances only)
| master | n | area [sq um] |
|---|---|---|
| inv_1 | 1003 | 3760 |
| fa_1 | 865 | 17300 |
| nand2_1 | 532 | 2000 |
| and2_1 | 389 | 2430 |
| ha_1 | 350 | 4380 |
| dfrtp_1 | 203 | 5080 |
| nor2_1 | 174 | 653 |
| a21oi_1 | 158 | 791 |
| clkbuf_1 | 154 | 578 |
| xnor2_1 | 137 | 1200 |
| o21ai_0 | 126 | 631 |
| mux2_2 | 83 | 935 |
| a21o_1 | 75 | 563 |
| xor2_1 | 39 | 342 |
| nand3_1 | 30 | 150 |
| nand2b_1 | 29 | 181 |
| mux2_4 | 28 | 420 |
| nor3_1 | 27 | 135 |
| a31oi_1 | 24 | 150 |
| o21bai_1 | 23 | 173 |
| and3_1 | 20 | 125 |
| nand4_1 | 20 | 125 |
| a211oi_1 | 19 | 143 |
| a21boi_0 | 19 | 143 |
| nor2b_1 | 19 | 119 |
| o211ai_1 | 18 | 135 |
| o21a_1 | 18 | 135 |
| o31ai_1 | 16 | 120 |
| a211o_1 | 11 | 96.3 |
| or4_1 | 10 | 75.1 |
| buf_1 | 8 | 30.0 |
| or3_1 | 8 | 50.1 |
## cells by family (layout without fill, tap and decap cells)
kind of cell               count (synthesis)  count (layout)  share of synthesized area, %
DFF                                      203             203                          11.5
AOI/OAI and AO/OA                        565             565                          8.17
and+or+nand+nor                         1297            1297                          14.4
adders and majority gates               1215            1215                          49.1
buffers and inverters                   1175            1197                          10.1
muxes                                    116             116                          3.18
other                                      0               1                             0
xor gates and xnor gates                 176             176                          3.49
## metrics by stage
stage / cell area, sq um
CTS: 47100
global route: 47100
detailed placement: 46300
floorplan: 44200
finish: 47100
global placement: 46300
## area by class of cell
cell class	count	area (sq um)	share of cell area, %
Clock inverter	16	166	0.353
Timing Repair Buffer	144	1350	2.86
Clock buffer	34	722	1.53
Sequential cell	203	5080	10.8
Inverter	1003	3760	7.99
Tap cell	1155	1450	3.07
Antenna cell	1	2.50	0.00531
Multi-Input combinational cell	3369	34600	73.4
## routing by layer
layer | track usage, % | wire, um
met1 | 38.4 | 42700
met2 | 43.7 | 50700
met3 | 7.50 | 7490
met4 | 7.39 | 3910
met5 | 0 | 41
## flip-flops by register name, indices dropped and copies added, names as in the netlist
name	flops
m_axi_tdata	16
acc_s3	34
i_term_s2	33
valid_s3	1
p_term_s2	33
prev_err_s1	17
d_term_s2	33
diff_s1	17
valid_s2	1
valid_s1	1
err_s1	17
